==> flow/design.v <==
`timescale 1ns / 1ps
module add_sub(
input m,cin,
input [7:0]a,b,
output [7:0]sum,
output cout
);
wire c0,c1,c2,c3,c4,c5,c6;
wire y0,y1,y2,y3,y4,y5,y6,y7;
assign y0=m^b[0];
assign y1=m^b[1];
assign y2=m^b[2];
assign y3=m^b[3];
assign y4=m^b[4];
assign y5=m^b[5];
assign y6=m^b[6];
assign y7=m^b[7];
fa f0(.s(sum[0]), .c(c0), .a(a[0]), .b(y0), .cin(cin));
fa f1(.s(sum[1]), .c(c1), .a(a[1]), .b(y1), .cin(c0));
fa f2(.s(sum[2]), .c(c2), .a(a[2]), .b(y2), .cin(c1));
fa f3(.s(sum[3]), .c(c3), .a(a[3]), .b(y3), .cin(c2));
fa f4(.s(sum[4]), .c(c4), .a(a[4]), .b(y4), .cin(c3));
fa f5(.s(sum[5]), .c(c5), .a(a[5]), .b(y5), .cin(c4));
fa f6(.s(sum[6]), .c(c6), .a(a[6]), .b(y6), .cin(c5));
fa f7(.s(sum[7]), .c(cout), .a(a[7]), .b(y7), .cin(c6));
endmodule
`timescale 1ns / 1ps
module alu(
    res, MSB, flag, cin, opcode, a, b, shift_amt
);
    input cin;
    input [7:0] a, b;
    input [3:0] opcode;        
    input [2:0] shift_amt;     
    output reg [7:0] res;
    output reg [3:0] flag;
    output reg [7:0] MSB; 
    wire [7:0] sumout, subout;
    wire sumc, subc;
    wire add = 1'b0;
    wire sub = 1'b1;
    wire [15:0] temp;
    wire mulflag;
    add_sub m1(.m(add), .sum(sumout), .cout(sumc), .a(a), .b(b), .cin(cin));
    add_sub m2(.m(sub), .sum(subout), .cout(subc), .a(a), .b(b), .cin(cin));
   multiplier mul(.multipliad($signed(a)), .multiplier($signed(b)), .product(temp), .sign_out(mulflag));
   always @(*) begin
    res   = 8'b0;
    MSB   = 8'b0;
    flag  = 4'b0000;
    case(opcode)
        4'b0000: begin  
            res     = sumout;
            flag[0] = sumc;  
        end
        4'b0001: begin  
            res     = subout + 1;
            flag[0] = subc;
        end
        4'b0010: res = a & b;
        4'b0011: res = a | b;
        4'b0100: res = a ^ b;
        4'b0101: res = ~a;
        4'b0110: res = a + 1;
        4'b0111: res = a - 1;
        4'b1000: res = a << shift_amt;
        4'b1001: res = a >> shift_amt;
        4'b1010: res = (a << shift_amt) | (a >> (8 - shift_amt));
        4'b1011: res = (a >> shift_amt) | (a << (8 - shift_amt));
        4'b1101: begin
            res     = temp[7:0];
            MSB     = temp[15:8];
            flag[3] = (temp == 16'b0);   
            flag[2] = temp[15];          
            flag[1] = 1'b0;              
            flag[0] = 1'b0;              
        end
    endcase
    if (opcode == 4'b0000) begin
        flag[1] = (a[7] & b[7] & ~res[7]) | (~a[7] & ~b[7] & res[7]);
    end else if (opcode == 4'b0001) begin
        flag[1] = (a[7] & ~b[7] & ~res[7]) | (~a[7] & b[7] & res[7]);
    end
    if (opcode != 4'b1101) begin
        flag[3] = (res == 8'b0);
        flag[2] = res[7];
    end
end
endmodule
`timescale 1ns / 1ps
module fa(s,c,a,b,cin);
input a,b,cin;
output s,c;
assign s=a^b^cin;
assign c=(a&b)+(b&cin)+(cin&a);
endmodule
`timescale 1ns / 1ps
module multiplier(
    input  signed [7:0] multipliad,
    input  signed [7:0] multiplier,
    output reg signed [15:0] product,
    output reg sign_out
);
    reg [7:0] AC;
    reg [7:0] Q;
    reg qn1;
    reg signed [7:0] BR;
    reg signed [7:0] BR1;
    integer i;
    always @(*) begin
        AC = 8'd0;
        Q  = multiplier;
        qn1 = 0;
        BR  = multipliad;
        BR1 = -multipliad;
        for (i = 0; i < 8; i = i + 1) begin
            case ({Q[0], qn1})
                2'b01: AC = AC + BR;    
                2'b10: AC = AC + BR1;   
            endcase
            qn1 = Q[0];
            Q   = {AC[0], Q[7:1]};
            AC  = {AC[7], AC[7:1]};
        end
        product = {AC, Q};
        sign_out = product[15];   
    end
endmodule
`timescale 1ns / 1ps
module processor(
    input clk,rst,
    output [3:0] flags 
);
wire w;
wire [7:0]alu_res;
wire [7:0]ra,rb;
wire [2:0]radda,raddb,wadd;
reg [7:0]pc;
reg [15:0] instruction;
wire [2:0] shift_amt;     
wire cin;
wire [3:0]opcode;
wire [3:0]alu_flags_out;
reg [7:0]value;
wire [7:0]B;
wire [7:0]alu_final_res;
reg [3:0] flag_reg; 
parameter LDI = 4'b1111;
parameter ADD = 4'b0000;
parameter SUB = 4'b0001;
parameter AND = 4'b0010;
parameter OR =  4'b0011;
parameter XOR = 4'b0100;
parameter NOT = 4'b0101;
parameter INC = 4'b0110;
parameter DEC = 4'b0111;
parameter SHL = 4'b1000;
parameter SHR = 4'b1001;
parameter ROL = 4'b1010;
parameter ROR = 4'b1011;
parameter MUL = 4'b1101;
parameter CLR = 4'b1100;
parameter R0 = 3'd0;
parameter R1 = 3'd1;
parameter R2 = 3'd2;
parameter R3 = 3'd3;
parameter R4 = 3'd4;
parameter R5 = 3'd5;
parameter R6 = 3'd6;
parameter R7 = 3'd7;
parameter EMP = 3'd0;
parameter EMPC = 9'd0;
reg_file regfile (
    .clk(clk),
    .w(w),
    .wdata(value), 
    .ra(ra),
    .rb(rb),
    .radda(radda),
    .raddb(raddb),
    .wadd(wadd)
);
alu alu(
    .res(alu_res), 
    .MSB(B),
    .flag(alu_flags_out),
    .a(ra),
    .b(rb),
    .cin(1'b0),
    .opcode(opcode),
    .shift_amt(shift_amt)
);
always @(posedge clk) begin
    if (rst) 
        pc  <= 8'h00;
    else
        pc <= pc + 1;    
end
reg [15:0] instruction_memory [0:255];
initial begin
          instruction_memory[0] = {LDI, R0, 9'd10};
          instruction_memory[1] = {LDI, R1, 9'd30};
          instruction_memory[2] = {ADD, R2, R0, R1, EMP};
          instruction_memory[3] = {ADD, R3, R2, R1, EMP};
          instruction_memory[4] = {SUB, R4, R3, R0, EMP};
          instruction_memory[5] = {AND, R5, R1, R3, EMP};
          instruction_memory[6] = {OR, R6, R1, R5, EMP};
          instruction_memory[7] = {INC, R0, EMPC};
          instruction_memory[8] = {LDI, R7, 9'd4};
          instruction_memory[9] = {MUL, R1, R0, R7, EMP};
          instruction_memory[10] = {CLR, R4, EMPC};
          instruction_memory[11] = {MUL, R2, R1, R7, EMPC};
end
    always @(*) instruction = instruction_memory[pc];
    assign opcode = instruction[15:12];
    assign wadd   = instruction[11:9];
    assign radda  = (opcode == INC || opcode == DEC) ? wadd : instruction[8:6];
    assign raddb  = instruction[5:3];
    assign shift_amt = instruction[2:0];
    wire [8:0] immediate_val = instruction[8:0];
    assign w = (opcode == LDI || opcode == ADD || opcode == SUB || opcode == AND || opcode == OR || opcode == XOR ||
            opcode == NOT || opcode == INC || opcode == DEC || opcode == SHL || opcode == SHR || opcode == ROL ||
            opcode == ROR || opcode == CLR || opcode == MUL);
    always @(*) begin
        case (opcode)
            LDI:    value = immediate_val[7:0];
            CLR:    value = 8'h00;
            default: value = alu_res;
        endcase
    end
   always @(posedge clk) begin
        if (rst) begin
            flag_reg <= 4'b0000;
        end else begin
            if (opcode == ADD || opcode == SUB) begin
                flag_reg <= alu_flags_out;
            end
        end
    end
    assign flags = flag_reg;
endmodule
`timescale 1ns / 1ps
module reg_file(
    clk, w, wdata, ra, rb, radda, raddb, wadd
);
    input             clk;
    input             w;
    input      [7:0]  wdata;
    output reg [7:0]  ra, rb;
    input      [2:0]  radda, raddb, wadd;
    reg [7:0] R [0:7];
    always @(posedge clk) begin
        if (w) begin
            R[wadd] <= wdata;
        end
    end
    always @(*) begin
        ra = R[radda];
        rb = R[raddb];
    end
endmodule
==> flow/run.sh <==
#!/bin/bash
# OpenROAD 26Q1-2900-gdf79404cd8, Yosys 0.63+post, stock flow scripts
make -C /OpenROAD-flow-scripts/flow DESIGN_CONFIG=/design/flow/config.mk WORK_HOME=/design/flow/orfs finish
==> flow/config.mk <==
export PLATFORM = sky130hd
export DESIGN_NAME = processor
export DESIGN_NICKNAME = processor
export VERILOG_FILES = /design/flow/design.v
export SDC_FILE = /design/flow/constraint.sdc
export NUM_CORES = 4
export LEC_CHECK = 1
export CORE_UTILIZATION = 40
export SYNTH_HDL_FRONTEND = slang
export SYNTH_MEMORY_MAX_BITS = 65536
==> flow/constraint.sdc <==
current_design processor

set clk_period 11.2
set clk_io_pct 0.2

create_clock -name clk0 -period $clk_period [get_ports {clk}]

set non_clock_inputs [all_inputs -no_clocks]
set_input_delay [expr $clk_period * $clk_io_pct] -clock clk0 $non_clock_inputs
set_output_delay [expr $clk_period * $clk_io_pct] -clock clk0 [all_outputs]
==> CHANGELOG.md <==
## Flow update

* Antenna violations before repair at 0
* H-tree depth at 3
* DP Area at a little under 9000 µm²
* Io pins at 6
* Crit end category: register
* Fill count at about 1.9k
* PostCTS Resize Cnt at 0
* Top cells by area: edfxtp_1 (23%), ha_1 (10%), mux4_2 (7.0%)
* Clock latency (worst-skew pair) at about 0.34 ns
* Register share after synthesis at between 20% and 30%
* Least-Margin Pin Slew at about 0.8 ns
* Yosys stat chip area at approximately 8300 µm²
* Clk_skew at 0.009108 ns
* Yosys warnings at 0
* CTS tree: yes
* Most common cell on crit path: ha_1
* Crit path max-delay family: adder cells
* Residual DRC at 0
* Vias in the first global route at between 6k and 7k
* Congestion Overflow GR at 0
* Diodes inserted at 0
* Hold/Removal Path Class: reg -> reg
* Post-Syn Instances at 886
* Most frequent cell after synthesis: nor2_1
* Critical path arrival at between 10 and 15 ns
* WP data required at around 11 ns
* Minimum clock period at just over 10 ns
* Routability cong. at 0.9637
* Non-Filler Cell Area, Final at between 8000 and 9000 µm²
* Floorplan core density at 41.06%
* Total Wirelength at 23.96 mm
* Max_slew headroom at a little over two fifths
* # Cells Yosys at between 800 and 900
* Drt initial violations at around 700
* Area leader, netlist: edfxtp_1
* Chip area at about 21000 µm²
* Setup TNS at 0 ns
* Die Width at roughly 150 µm
* Post-synth ARST share at 0%
* # setup viols final at 0
* Via count at between 6k and 7k
* Dominant flop cell: edfxtp_1
* Area growth, synth to finish at 7.221%
* Share of post-route cells with drive strength above 1 at about an eighth
* Status: finished, final reports clean
* Reg clk slew, reported paths at about 0.060 ns
* Avg WL per Cell at 20.98 µm
* Non-Filler Instances at 1142
* Number of sinks on the clock net at approximately 86
* Hold Vio Cnt, Final at 0
* First-pass GRT wire length at ~38 mm
* Tool warnings at approximately 50
* Flip-flops with a built-in enable at between 60 and 70
* Top cell area share at 23.06%
* Total setup buffers inserted after CTS at 0
* Max Buffers Root-to-Sink at 2
* Root Buffer: clkbuf_16
* Bufs and invs on worst path at 4
* # placed instances at approximately 1.1k
* Mean number of vias per cell at roughly 6
* Largest net degree at the start of global routing at 31
* Max-Cap Viols at 0
* Post-Route Utilization at 44.02%
* Post-synth top cells: nor2_1 (79), nand2_1 (70), ha_1 (68)
* Drt pass-1 iters at 7
* GRT Total Usage at between 20 and 25%
* Crit-path slowest cell: fa_1
* Die Y at 146.3 µm
* Critical path fanouts, max at 15
* Cycle use final at between 90% and 100%
* Hold_buf cts at 0
* # rows at around 52
* Core area at 20300 µm²
* Cts bufs inserted at 9
* Hold Worst Slack at between 0.4 and 0.5 ns
* RSZ-0062 raised after global routing: no
* CP peak stage delay at about 0.50 ns
* Crit start category: register
* Fmax at roughly 96 MHz
* # port buffers at 5
* Yosys cell types at roughly 78
* DP Wirelength at between 15 and 20 mm
* Post-route ant nets at 0
* Ys flops at ~86
* Cell area after synthesis at ~8300 µm²
* Avg Inst Size Synth at 9.407 µm²
* Final number of max-transition violations at 0
* Crit Path Category: reg -> reg
cell usage in the layout, fill, tap and decap left out, types with 6 or more instances in the layout:
master	n
nand4_1	7
clkbuf_16	10
mux2i_1	34
nand2b_1	14
a21o_1	18
a21oi_1	45
fa_1	19
a211oi_1	20
nand3_1	16
a31oi_1	10
nor2b_1	12
nor3_1	18
nand2_1	70
inv_1	55
mux4_2	26
mux2_2	12
buf_4	31
or2_2	6
ha_1	68
nor2_1	79
a221oi_1	8
xor2_1	14
xnor2_1	32
dfxtp_1	22
edfxtp_1	64
o22ai_1	6
o21ai_0	37
metrics by stage:
stage | setup WS, ns
6_report | 0.8213
4_1_cts | 0.7748
5_1_grt | 0.002663
2_1_floorplan | 1.694
3_3_place_gp | 0.9121
3_5_place_dp | 0.8072
registers in the layout, indices dropped and copies added (netlist names):
| name | cells |
|---|---|
| regfile.R | 64 |
| flags | 4 |
| pc | 4 |
| instruction | 14 |
area by class of cell:
class / instances / area (µm²) / area share (%)
timing repair buffer: 36 / 282.8 / 3.164
tap: 270 / 337.8 / 3.780
multi-input combinational: 677 / 5455 / 61.05
clock buffer: 14 / 269.0 / 3.010
inverter: 57 / 216.5 / 2.422
sequential: 86 / 2362 / 26.44
clock inverter: 2 / 12.51 / 0.1400
worst reg2reg max path, delay by kind of cell, from the launching register on:
kind                       cells  cell delay (ns)
and+or+nand+nor               11             1.58
adders and majority gates     10             3.62
xor gates and xnor gates       3             0.42
buffers and inverters          4             0.68
muxes                          3             0.87
DFF                            1             0.48
AOI/OAI and AO/OA             12             2.65
layer usage:
metal / vias up / track usage (%) / wire length (µm)
li1: 3197 / - / -
met1: 3157 / 35.18 / 10290
met2: 284 / 37.36 / 10910
met3: 46 / 6.401 / 2063
met4: 0 / 5.417 / 699
met5: - / 0 / 0
final timing paths:
path / startpoint / to / slack [ns] / cells after the start
setup / recovery: instruction[14] / flags[1] / 0.82 / 43
hold / removal: pc[0] / pc[0] / 0.48 / 1
setup reg to reg: instruction[14] / flags[1] / 0.82 / 43
hold reg to reg: pc[0] / pc[0] / 0.48 / 1
logic make-up after synthesis:
group | share of synthesized area (%)
DFF | 28.34
AOI/OAI and AO/OA | 17.46
adders and majority gates | 14.89
buffers and inverters | 6.320
and+or+nand+nor | 15.42
muxes | 12.73
xor gates and xnor gates | 4.834
